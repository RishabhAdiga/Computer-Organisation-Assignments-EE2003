[flow/run.sh]
#!/bin/bash
# OpenROAD 26Q1-2900-gdf79404cd8, Yosys 0.63+post, stock flow scripts
make -C /OpenROAD-flow-scripts/flow DESIGN_CONFIG=/design/flow/config.mk WORK_HOME=/design/flow/orfs finish
[flow/config.mk]
export PLATFORM = sky130hd
export DESIGN_NAME = cpu
export DESIGN_NICKNAME = cpu
export VERILOG_FILES = /design/flow/design.v
export SDC_FILE = /design/flow/constraint.sdc
export NUM_CORES = 4
export LEC_CHECK = 1
export CORE_UTILIZATION = 50
[flow/constraint.sdc]
current_design cpu

set clk_period 73.7
set clk_io_pct 0.2

create_clock -name clk0 -period $clk_period [get_ports {clk}]

set non_clock_inputs [all_inputs -no_clocks]
set_input_delay [expr $clk_period * $clk_io_pct] -clock clk0 $non_clock_inputs
set_output_delay [expr $clk_period * $clk_io_pct] -clock clk0 [all_outputs]
[flow/design.v]
module alu ( 
	input [4:0] aluop,      
	input [31:0] r1,        
	input [31:0] r2,        
	output [31:0] out       
    );
	reg [31:0] out;
	always @(aluop, r1, r2) begin
		  case (aluop)
			0 : out = r1 + r2;  
			1 : out = r1 << r2;  
			2 : if ($signed(r1) < $signed(r2))
                    out = 32'b1;
                else
                    out = 32'b0;  
			3 : if (r1 < r2)
                    out = 32'b1;
                else
                    out = 32'b0;  
			4 : out = r1 ^ r2;  
			5 : out = r1 >> r2;  
			6 : out = r1 | r2;  
			7 : out = r1 & r2;  
			8 : out = $signed(r1) >>> r2;  
			9 : out = r1 - r2;  
			default: out = 32'b0;
		  endcase
		end
endmodule
module control ( input reset,            
				 input [31:0] idata,     
                 output dMEMToReg,       
				 output [4:0] aluop,     
				 output [4:0] r1,        
				 output [4:0] r2,        
                 output [4:0] rd,        
                 output regOrImm,        
                 output regWrite         
               );
    reg dMEMToReg, regOrImm, regWrite;
    reg [4:0] aluop;
    reg [4:0] r1, r2, rd;
    always @(idata) begin
		case(idata[6:0])
			7'b0110111,
			7'b0010111: begin   
						dMEMToReg = 1'b0;
						aluop = 5'd0;
						r1 = 5'd0;
						r2 = 5'd0;
						rd = idata[11:7];
						regOrImm = 1'b1;
						regWrite = 1'b1;
						end
			7'b0100011: begin   
						dMEMToReg = 1'b0;
						aluop = 5'd0;
						r1 = idata[19:15];
						r2 = idata[24:20];
						rd = 5'd0;
						regOrImm = 1'b1;
						regWrite = 1'b0;
						end
			7'b0000011: begin   
						dMEMToReg = 1'b1;
						aluop = 5'd0;
						r1 = idata[19:15];
						r2 = 5'd0;
						rd = idata[11:7];
						regOrImm = 1'b1;
						regWrite = 1'b1;
						end					
			7'b0010011: begin   
						dMEMToReg = 1'b0;
						case (idata[14:12])
							0,    
							2,    
							3,    
							4,    
							6,    
							7:    
								aluop = {2'd0, idata[14:12]};
							1:    
								aluop = {2'd0, idata[14:12]};
							5:    
								aluop = (idata[30]) ? 5'd8:5'd5;
							default:
								aluop = {2'd0, idata[14:12]};
						endcase
						r1 = idata[19:15];
						r2 = 5'd0;
						rd = idata[11:7];
						regOrImm = 1'b1;
						regWrite = 1'b1;
						end
			7'b0110011: begin   
						dMEMToReg = 1'b0;
						case(idata[14:12])
							1,    
							2,    
							3,    
							4,    
							6,    
							7:    
								aluop = {2'd0, idata[14:12]};
							0:    
								aluop = (idata[30]) ? 5'd9:5'd0;
							5:    
								aluop = (idata[30]) ? 5'd8:5'd5;
							default:
								aluop = {2'd0, idata[14:12]};
						endcase
						r1 = idata[19:15];
						r2 = idata[24:20];
						rd = idata[11:7];
						regOrImm = 1'b0;
						regWrite = 1'b1;
						end
				default: begin  
						dMEMToReg = 1'b0;
						aluop = 5'd0;
						r1 = 5'd0;
						r2 = 5'd0;
						rd = 5'd0;
						regOrImm = 1'b0;
						regWrite = 1'b0;
						end
			endcase
		end
endmodule
module cpu ( input clk,              
             input reset,            
			 output [31:0] iaddr,    
             input [31:0] idata,     
			 output [31:0] daddr,    
			 input [31:0] drdata,    
			 output [31:0] dwdata,   
			 output [3:0] dwe        
           );
	reg [31:0] iaddr;  
    wire regWrited, MEMToReg, regOrImm;
	wire [4:0] r1, r2, rd ,aluop;
	wire [31:0] wdata, r1rf, r2rf, r1alu, r2alu, out_alu, imm;
    reg [31:0] drdatarf;
    reg [3:0] dwe_temp;
    reg [31:0] repeatdata;
    always @(posedge clk) begin
        if (reset) begin
            iaddr <= 0;
        end
        else begin
			iaddr <= iaddr + 4;
        end
    end
    control cntrl(
		.reset(reset),
        .idata(idata),
        .dMEMToReg(dMEMToReg),
		.aluop(aluop),
		.r1(r1),
		.r2(r2),
        .rd(rd),
        .regOrImm(regOrImm),
		.regWrite(regWrite)
    );
    imm_gen ig(
        .idata(idata),
        .imm(imm)
    );
    alu alu(
		.aluop(aluop),
        .r1(r1alu),
        .r2(r2alu),
        .out(out_alu)
    );
    regfile rf(
        .clk(clk),
		.reset(reset),
        .rs1(r1),
        .rs2(r2),
        .rd(rd),
        .we(regWrite),
        .wdata(wdata),
		.r1(r1rf),
		.r2(r2rf)
    );
    assign r1alu = (idata[6:0] == 7'b0010111) ? iaddr : r1rf;
    assign r2alu = (regOrImm) ? imm : r2rf;
    assign daddr = out_alu;
    assign wdata = (dMEMToReg) ? drdatarf : out_alu;
    assign dwdata = repeatdata;
    assign dwe = ~reset & dwe_temp;
    always @(idata, daddr) begin
        if (idata[6:0] === 7'b0100011) begin
            case(idata[14:12])
                0: begin
					repeatdata = {4{r2rf[7:0]}};
                    case(daddr[1:0])
                        0:
                            dwe_temp = 4'b0001;
                        1:
                            dwe_temp = 4'b0010;
                        2:
                            dwe_temp = 4'b0100;
                        3:
                            dwe_temp = 4'b1000;
                    endcase
                end
                1: begin
                    repeatdata = {2{r2rf[15:0]}};
                    case(daddr[1:0])
                        0:
                            dwe_temp = 4'b0011;
                        2:
                            dwe_temp = 4'b1100;
                        default:
                            dwe_temp = 4'b0000;
                    endcase
                end
                2: begin
                    repeatdata = r2rf;
                    case(daddr[1:0])
                        0:
                            dwe_temp = 4'b1111;
                        default:
                            dwe_temp = 4'b0000;
                    endcase
                end
                default: begin
                    dwe_temp = 4'b0000;
					repeatdata = 0;
				end
            endcase
        end
        else
			begin 
            dwe_temp = 4'b0000;
			repeatdata = 0;
			end
        if (idata[6:0] === 7'b0000011) begin
            case(idata[14:12])
                0: begin
                    case(daddr[1:0])
                        0:
                            drdatarf = $signed(drdata[7:0]);
                        1:
                            drdatarf = $signed(drdata[15:8]);
                        2:
                            drdatarf = $signed(drdata[23:16]);
                        3:
                            drdatarf = $signed(drdata[31:24]);
                    endcase
                end
                1: begin
                    case(daddr[1:0])
                        0:
                            drdatarf = $signed(drdata[15:0]);
                        2:
                            drdatarf = $signed(drdata[31:16]);
                        default:
                            drdatarf = 32'b0;
                    endcase
                end
                2: begin
                    drdatarf = drdata;
                end
                4: begin
                    case(daddr[1:0])
                        0:
                            drdatarf = drdata[7:0];
                        1:
                            drdatarf = drdata[15:8];
                        2:
                            drdatarf = drdata[23:16];
                        3:
                            drdatarf = drdata[31:24];
                    endcase
                end
                5: begin
                    case(daddr[1:0])
                        0:
                            drdatarf = drdata[15:0];
                        2:
                            drdatarf = drdata[31:16];
                        default:
                            drdatarf = 32'b0;
                    endcase
                end
                default: begin
                    drdatarf = 32'b0;
                end
            endcase
        end
        else
            drdatarf = 32'b0;
    end
endmodule
module imm_gen ( input [31:0] idata,      
                output [31:0] imm        
              );
    reg [31:0] imm;
	always @(idata) begin 
		case(idata[6:0])       
            7'b0110111,
            7'b0010111:  
                imm = {idata[31:12], 12'd0};
            7'b0100011:  
                imm = $signed({idata[31:25], idata[11:7]});
            7'b0000011:  
                imm = $signed(idata[31:20]);
            7'b0010011:  
                case(idata[14:12])
                    0,
                    2,
                    3,
                    4,
                    6,
                    7:  
                        imm = $signed(idata[31:20]);
                    1,
                    5:  
                        imm = {27'b0, idata[24:20]};
                endcase
            7'b0110011:  
                imm = 32'b0;
            default:
                imm = 32'b0;
        endcase
    end
endmodule
module regfile ( input [4:0] rs1,      
				 input [4:0] rs2,      
				 input [4:0] rd,       
                 input we,             
				 input clk,            
				 input reset,          
				 input [31:0] wdata,   
				 output [31:0] r1,     
				 output [31:0] r2      
               );
    reg [31:0] regs_in [0:31];
    integer i;
    initial begin
        for (i=0;i<32;i=i+1)
            regs_in[i] = 32'b0;
    end
    always @(posedge clk) begin
		if (reset)   
			for (i=0;i<32;i=i+1)
				regs_in[i] <= 32'b0;
		else begin
			if (we == 1'b1) begin  
				if(rd == 5'd0)
					regs_in[rd] <= 32'd0;
				else
					regs_in[rd] <= wdata;
			end
		end
    end
    assign r1 = regs_in[rs1];
    assign r2 = regs_in[rs2];
endmodule
==> impl_metrics.toml <==
# generated from flow reports
[run_status]
status = "finished, final reports clean"

[flow_run]
drv_cap = 0
tool_warnings = 90

[place]
dpl.hpwl_um = 295500
dpl.cell_count = 9215
io_buffers = 163
place_congestion = 1.173

[finish]
final-comb-area_mm2 = 0.03546
instances_no_fill = 9474
drive_above_1_share_pct = 13.20
fill_cells = 11620
syn_to_final_growth_pct = 12.72
final_util_pct = 57.08
flop_area_mm2 = 0.03135

[synthesis]
yosysMostFrequentCell = "nor2_1"
yosys.stat.seqShare_pct = 44.81
synth-edff-count = 1024
ys_top_cells_by_count = "nor2_1, edfxtp_1, nand2_1"
yosys.area.top_type = "edfxtp_1"
ys_area_mm2 = 0.06996
synthFlopType = "edfxtp_1"
async_flop_share_pct = 0
topCellsByArea = "edfxtp_1, nor2_1, mux2i_1"
avgSynthCellArea_um2 = 9.451
ys_cells = 7403
synthDistinctLibCells = 122
synth_top_area_share_pct = 43.95
synthCells = 7403
ys.flops = 1054
netlist_area_mm2 = 0.06996
synth_warnings = 7

[global_route]
antenna_found_initial = 46
grt_pass1_wl_um = 582400
grt_overflow = 0
grt_max_degree = 90
grt.total_usage_pct = 64.79
grt_pass1_vias = 71290

[worst_hold_path]
min_path_type = "flop to flop"
hp-start = "iaddr[2]"

[cts]
cts_num_sinks = 1054
cts_hold_buf = 0
cts_tree = "done"
postCtsSetupRepairBufs = 0
cts_root_buf = "clkbuf_16"
cts_buffers = 112
cts.path.max_buffers = 3
cts_resized = 0
worstSkewPairLatency_ns = 0.80
path_clk_slew_ns = 0.06
cts_max_level = 3

[worst_setup_path]
crit_required_ns = 58.96
crit_slowest_cell = "o211ai_1"
cp_top_family = "buffers and inverters"
timing.rr.start = "rf.regs_in[29][6]"
worst-path-buf-inv = 9
crit_path_frequent_cell = "buf_4"
start_kind = "input port"
critPathLaunch = "idata[15]"
worstSetupPathType = "input port to output pin"
worstPathArrival_ns = 25.82
end_kind = "output pin"
cp_max_fo = 55
cp_slowest_stage_delay_ns = 0.68

[sta]
fin_setup_tns_ns = 0
finalHoldViolCount = 0
drv_slew = 0
setup_viol = 0
max_freq_mhz = 24.65
whs_ns = 0.5314
fin_crit_sh_pct = 55.03
maxSlewHeadroom_pct = 1.199
skew_ns = 0.08510
tightest_slew_ns = 1.467
rsz0062_at_grt = "no"
period_needed_ns = 40.56

[power_and_ir_drop]
ir_drop_v = 0.00002805
clkPwrFrac_pct = 34.2
power_frac_comb_pct = 27.1
power_density_mw_per_mm2 = 22.41
p_leak_nw = 29.01
power_switching_mw = 0.6324
p_int_mw = 1.135
p_seq_share_pct = 38.7
switching_share_pct = 35.79

[detailed_routing]
wl_per_cell_um = 45.72
wl_um = 433200
drc_errors = 0
viasPerCell = 7.762
drtPass1Iterations = 10
drt_iter0_drc = 10480
vias = 73540
antenna_left = 0

[floorplan]
coreArea_mm2 = 0.1382
num_rows = 136
dieArea_mm2 = 0.1414
die_h_um = 376.1
pin_count = 166
fp_util_pct = 50.64
fp.dieW_um = 376.1
[state kept, by name, summed over array words and instances (netlist names)]
| name | flops |
|---|---|
| iaddr | 30 |
| rf.regs_in | 1024 |
[per-layer routing]
| layer | global-route usage, % | share of wire, % | routed length (µm) |
|---|---|---|---|
| met5 | 34.24 | 1.3 | 5631 |
| met4 | 56.43 | 13 | 54790 |
| met3 | 51.67 | 20 | 85060 |
| met2 | 80.24 | 38 | 163300 |
| met1 | 66.17 | 29 | 124400 |
[power groups by stage]
stage	clock (mW)	combinational (mW)	sequential [mW]
global route	0.619	0.474	0.685
CTS	0.599	0.440	0.683
finish	0.604	0.479	0.684
[worst paths after layout]
check,slack [ns],cells past startpoint,to
worst min register to register,0.53,1,iaddr[2]
worst max register to register,64.05,27,rf.regs_in[18][23]
worst max-delay path,33.14,28,dwe[1]
worst min-delay path,0.53,1,iaddr[2]
[cell families after synthesis]
group | count (synthesis) | share of synthesized area [%]
other | 1 | 0.005360
buffers and inverters | 858 | 5.571
flip-flops | 1054 | 44.81
adder cells (fa/ha/maj) | 99 | 1.792
AND-OR/OR-AND | 2069 | 20.79
XOR/XNOR | 29 | 0.3630
AND/OR/NAND/NOR | 2688 | 17.16
multiplexers | 605 | 9.516
[placed cells by master (no fill, tap or decap), types with 113 or more instances in the layout]
cell and instances:
nand2_1 494, a211oi_1 172, buf_4 465, inv_1 130
clkbuf_16 113, clkdlybuf4s50_1 152, mux2i_1 474, nand3_1 154
nor3_1 218, nor2_1 1343, edfxtp_1 1024, a21oi_1 379
o22ai_1 117, o21ai_0 349
[area by class of cell]
type,instances,share of cell area (%)
flip-flops and latches,1054,39.75
diodes,51,0.1618
repair buffers,632,6.589
well taps,1863,2.956
clock buffers,132,3.744
inverters,143,0.6806
clock inverters,75,1.161
multi-input cells,5524,44.96
[metrics by stage]
step / cell area (µm²) / power [mW] / setup WS (ns)
2_1_floorplan: 70090 / 0.9155 / 38.24
3_3_place_gp: 74860 / 1.134 / 33.84
3_5_place_dp: 74860 / 1.133 / 33.82
4_1_cts: 78730 / 1.722 / 33.77
5_1_grt: 78810 / 1.778 / 33.10
6_report: 78870 / 1.767 / 33.14
Power is estimated from default activity; no workload was simulated.
