**flow/run.sh**
```bash
#!/bin/bash
# OpenROAD 26Q1-2900-gdf79404cd8, Yosys 0.63+post, stock flow scripts
make -C /OpenROAD-flow-scripts/flow DESIGN_CONFIG=/design/flow/config.mk WORK_HOME=/design/flow/orfs finish
```
**flow/config.mk**
```make
export PLATFORM = sky130hd
export DESIGN_NAME = seq_mult
export DESIGN_NICKNAME = seq_mult
export VERILOG_FILES = /design/flow/design.v
export SDC_FILE = /design/flow/constraint.sdc
export NUM_CORES = 4
export LEC_CHECK = 1
export CORE_UTILIZATION = 50
```
**flow/constraint.sdc**
```tcl
current_design seq_mult

set clk_period 5.1
set clk_io_pct 0.2

create_clock -name clk0 -period $clk_period [get_ports {clk}]

set non_clock_inputs [all_inputs -no_clocks]
set_input_delay [expr $clk_period * $clk_io_pct] -clock clk0 $non_clock_inputs
set_output_delay [expr $clk_period * $clk_io_pct] -clock clk0 [all_outputs]
```
**flow/design.v**
```verilog
module seq_mult (
		 p, rdy, 
		 clk, reset, a, b
		 ) ;
   input 		 clk, reset;
   input [8-1:0] 	 a, b;
   output [2*8-1:0]   p;
   output 		 rdy;
   reg [2*8-1:0]   p;
   reg [2*8-1:0] multiplicand;
   reg [2*8-1:0]  multiplier;
   reg 			 rdy;
   reg [4:0] 	 ctr;
   always @(posedge clk or posedge reset)
     if (reset) begin
		rdy 		<= 0;
		p 		<= 0;
		ctr 		<= 0;
		multiplier 	<= {{8{a[8-1]}}, a};  
		multiplicand 	<= {{8{b[8-1]}}, b};  
     end else begin 
	 if (ctr < 8<<1   ) 
	  begin
        if (multiplier[ctr]==1)
          begin
			  p <= p + (multiplicand<<ctr);
          end
        ctr <= ctr + 1;
	  end else begin
	     rdy <= 1; 		 
	   end
      end
endmodule  
```
==> changes_impl.md <==
### Metrics

- Run status: finished, final reports clean
- Total of buffers placed on input and output ports: 34
- Total half-perimeter wirelength after legalization and detailed placement: 3870 um
- Fin crit share: 74.1%
- Number of global-route vias before repair: 1,841
- Worst Path Arrival: 3.97 ns
- Class of the most critical hold timing path: reg2reg
- Chip area: 0.00512 mm^2
- Routability cong.: 0.914
- Antenna violations before repair: 0
- Sum of overflow across all layers after global routing: 0
- Final hold violation count: 0
- Fraction of registers with async set or reset after synthesis: 57.9%
- Root buffer selected by CTS: clkbuf_8
- OpenROAD warning count: 26
- Slew Limit Fails: 0
- Mean Syn Cell Area: 8.87 um^2
- Number of enable-type register cells in the synthesized netlist: 0
- Crit end category: flip-flop
- Type of the worst setup path: reg2reg
- Clock latency at the later pin of the worst-skew pair: 0.26 ns
- Power density of the placed cells: 177 mW/mm^2
- RSZ-0062 raised after global routing: no
- Horizontal die dimension: 71.6 um
- Maximum root-to-sink buffer count: 2
- CTS tree: yes
- Global-route wire length before repair: 8650 um
- Standard-cell row count: 24
- Buffers inserted by post-CTS timing repair: 0
- Endpoints left unconstrained: 16
- Count of inserted antenna diode cells: 0
- Iteration tally of the first detailed-router pass: 4
- Final setup skew: 0.00196 ns
- CTS clk-pin slew, worst paths: 0.08 ns
- Post-layout power: 0.000498 W
- Largest vdd supply drop: 0.198 mV
- Remaining antenna violation count after routing: 0
- Yosys stat area: 0.00242 mm^2
- Chip Height: 71.6 um
- Synth-to-layout area growth: 16.4%
- Leakage: 1.31 nW
- Post-synthesis instance total: 273
- Final setup violating endpoints: 0
- Count of yosys warnings during synthesis: 3
- Largest net degree at the start of global routing: 34
- Cts repair resizes: 0
- Residual DRC count: 0
- Worst setup slack after layout: 1.32 ns
- Overall fraction of global-route tracks in use: 21.9%
- Core area: 0.00450 mm^2
- Fraction of the core area occupied by cells at floorplan: 53.8%
- Average vias per placed instance: 5.70
- Dominant flop cell: dfrtp_1
- Startpoint type of the worst setup path: flip-flop
- R2R Setup Slk: 1.32 ns
- Critical Path Fanout Max: 20
- CTS buffer count: 3
- Accumulated negative setup slack: 0 ns
- H-tree lvl count: 1
- Netlist area before placement: 0.00242 mm^2
- Number of standard cells reported by yosys: 273
- Number of register pins that no clock reaches: 16
- Max-slew headroom: 48.0%
- CP required: 5.29 ns
- Post-route minimum period: 3.78 ns
- Violation count after the first detailed-route iteration: 77
- Post-Place Worst Slack: 1.27 ns
- Share of layout cells above drive strength 1: 7.05%
- Number of library cell types mapped by synthesis: 51
- Final routed wire length divided by cell count: 14.2 um
- Slew at the pin with the worst max-slew slack: 0.776 ns
- Number of I/O pins: 35
- # Max-Cap Violations: 0
- Registers, synthesis: 38
- Peak Freq: 264 MHz
- Detailed-route via count: 1,995
- Detailed Route WL: 4980 um
- Quantity of hold-fixing buffers added after cts: 0
-- logic make-up after synthesis --
family,share of synthesized area [%]
compound gates,19.5
xor+xnor,4.70
fa+ha+maj,9.10
buf+inv,4.44
flops,22.7
latches,9.92
mux,13.5
simple gates,16.0
-- layout make-up --
| cell class | instances | area, um^2 |
|---|---|---|
| Fill cell | 405 | 1690 |
| Multi-Input combinational cell | 211 | 1520 |
| Sequential cell | 38 | 791 |
| Timing Repair Buffer | 35 | 348 |
| Tap cell | 52 | 65.1 |
| Clock buffer | 4 | 55.1 |
| Inverter | 10 | 37.5 |
-- cell usage in the layout (no fill, tap or decap), types with 2 or more instances in the layout --
cell type        instances
nand3b_1                 3
dlxtp_1                 16
a211oi_1                 2
o211ai_1                 2
nand2_1                 23
nor2_1                  19
ha_1                    16
mux4_2                   4
a21o_1                  10
nand4_1                  2
o21bai_1                 2
nand3_1                  2
or2_2                    3
nand2b_1                 2
nor3_1                   5
nor3b_1                  2
mux2i_1                 17
clkbuf_8                 4
and2_1                   4
mux2_2                   6
a21oi_1                 26
a2111oi_0                2
xor2_1                   4
clkdlybuf4s50_1         34
xnor2_1                  9
inv_1                    9
o21ai_0                 20
dfrtp_1                 22
nor2b_1                  7
-- path summary, 6_finish.rpt --
check                        from     end  depth (start not counted)
setup / recovery           ctr[1]   p[15]                         13
hold / removal                rdy     rdy                          1
setup reg to reg           ctr[1]   p[15]                         13
hold reg to reg               rdy     rdy                          1
max in group asynchronous   reset    p[9]                          3
min in group asynchronous   reset  ctr[2]                          3
-- flip-flops by register name (all words and copies together) (netlist names) --
register      cells
ctr               5
multiplicand      8
multiplier        8
p                16
rdy               1
-- cells in the mapped netlist (2+ instances only) --
master	instances	area share, %
mux4_2	4	3.7
nor2_1	19	2.9
a21oi_1	26	5.4
dlxtp_1	16	9.9
nor3b_1	2	0.62
a2111oi_0	2	0.72
nand4_1	2	0.52
nand3_1	2	0.41
a21o_1	10	3.1
ha_1	16	8.3
o21bai_1	2	0.62
o21ai_0	20	4.1
xor2_1	4	1.4
mux2i_1	17	7.0
nand3b_1	3	0.93
clkbuf_1	8	1.2
and2_1	4	1.0
dfrtp_1	22	23
xnor2_1	9	3.3
nand2_1	23	3.6
inv_1	9	1.4
a211oi_1	2	0.62
mux2_2	6	2.8
nor2b_1	7	1.8
nand2b_1	2	0.52
nor3_1	5	1.0
buf_2	2	0.41
o211ai_1	2	0.62
buf_1	2	0.31
or2_2	3	0.78
buf_6	2	0.93
-- per-stage QoR --
step | utilization (%) | area [um^2] | std cells | hold WS, ns
after floorplan | - | 2420 | 273 | 0.410
after global placement | 61.4 | 2760 | 346 | 0.452
after detailed placement | 61.4 | 2760 | 346 | 0.456
after CTS | 62.6 | 2820 | 350 | 0.479
after global routing | 62.6 | 2820 | 350 | 0.483
final | 62.6 | 2820 | 350 | 0.469
-- worst max-delay path, cell delays in order, from the launching register on --
cell and delay [ns]:
dfrtp_1 0.79, mux2_2 0.42, nor2_1 0.09, a21oi_1 0.08, mux2i_1 0.22, nor3_1 0.08
ha_1 0.40, a21oi_1 0.30, o211ai_1 0.16, a2111oi_0 0.46, nor2_1 0.15, o21bai_1 0.18
mux2i_1 0.24, xnor2_1 0.14
-- power by group --
group / switching [W] / internal (W) / total, W
clock: 0.0000595 / 0.0000689 / 0.000128
combinational: 0.0000544 / 0.0000875 / 0.000142
sequential: 0.0000219 / 0.000206 / 0.000228
total: 0.000136 / 0.000362 / 0.000498
-- metal layers --
metal | part of all wire (%) | GRT usage [%]
met2 | 44 | 34.5
met5 | 0 | 0
met3 | 4.3 | 2.85
met1 | 51 | 35.0
met4 | 0.80 | 1.53
Power and IR drop assume default switching activity.
